[./config.mk]
export PLATFORM = sky130hd
export DESIGN_NAME = chacha20_poly1305_bus
export DESIGN_NICKNAME = chacha20_poly1305_bus
export VERILOG_FILES = /design/flow/design.v
export SDC_FILE = /design/flow/constraint.sdc
export NUM_CORES = 4
export LEC_CHECK = 1
export CORE_UTILIZATION = 40
[./constraint.sdc]
current_design chacha20_poly1305_bus

set clk_period 52.0
set clk_io_pct 0.2

create_clock -name clk0 -period $clk_period [get_ports {clk}]

set non_clock_inputs [all_inputs -no_clocks]
set_input_delay [expr $clk_period * $clk_io_pct] -clock clk0 $non_clock_inputs
set_output_delay [expr $clk_period * $clk_io_pct] -clock clk0 [all_outputs]
[./design.v]
`timescale 1ns/1ps
module chacha20_poly1305_bus(
    input  wire clk,
    input  wire reset_n,
    input  wire cs,
    input  wire we,
    input  wire [7:0] address,
    input  wire [511:0] write_data,
    output reg  [511:0] read_data
);
    reg init_reg;
    reg encdec_reg;
    reg [31:0] key_reg[0:7];
    reg [31:0] nonce_reg[0:2];
    reg [31:0] data_reg[0:15];
    wire [255:0] core_key = {key_reg[0],key_reg[1],key_reg[2],key_reg[3],
                             key_reg[4],key_reg[5],key_reg[6],key_reg[7]};
    wire [95:0] core_nonce = {nonce_reg[2],nonce_reg[1],nonce_reg[0]};
    wire [511:0] core_data_in = {data_reg[0],data_reg[1],data_reg[2],data_reg[3],
                                 data_reg[4],data_reg[5],data_reg[6],data_reg[7],
                                 data_reg[8],data_reg[9],data_reg[10],data_reg[11],
                                 data_reg[12],data_reg[13],data_reg[14],data_reg[15]};
    wire core_ready, core_valid, core_tag_ok;
    wire [511:0] core_data_out;
    wire [127:0] core_tag;
    chacha20_poly1305_core core (
        .clk(clk),
        .reset_n(reset_n),
        .init(init_reg),
        .encdec(encdec_reg),
        .key(core_key),
        .nonce(core_nonce),
        .data_in(core_data_in),
        .ready(core_ready),
        .valid(core_valid),
        .tag_ok(core_tag_ok),
        .data_out(core_data_out),
        .tag(core_tag)
    );
    integer i;
    always @(posedge clk or negedge reset_n) begin
        if(!reset_n) begin
            init_reg <= 0;
            encdec_reg <= 0;
            for(i=0;i<8;i=i+1) key_reg[i]<=0;
            for(i=0;i<3;i=i+1) nonce_reg[i]<=0;
            for(i=0;i<16;i=i+1) data_reg[i]<=0;
        end else if(cs && we) begin
            case(address)
                8'h08: init_reg <= write_data[0];
                8'h0a: encdec_reg <= write_data[0];
                8'h10,8'h11,8'h12,8'h13,8'h14,8'h15,8'h16,8'h17:
                    key_reg[address[2:0]] <= write_data[31:0];
                8'h20,8'h21,8'h22:
                    nonce_reg[address[1:0]] <= write_data[31:0];
                8'h30: for(i=0;i<16;i=i+1) data_reg[i] <= write_data[(15-i)*32 +:32];
            endcase
        end
    end
    always @(posedge clk or negedge reset_n) begin
        if(!reset_n)
            read_data <= 0;
        else if(cs && !we) begin
            case(address)
                8'h00: read_data <= 512'h6332307031333035302e3031;  
                8'h09: read_data <= {509'b0, core_tag_ok, core_valid, core_ready};
                8'h0a: read_data <= {511'b0, encdec_reg};
                8'h30: read_data <= core_data_out;
                8'h40: read_data <= {384'b0, core_tag};
                default: read_data <= 0;
            endcase
        end
    end
endmodule
`timescale 1ns/1ps
module chacha20_poly1305_core(
    input  wire clk,
    input  wire reset_n,
    input  wire init,
    input  wire encdec,
    input  wire [255:0] key,
    input  wire [95:0] nonce,
    input  wire [511:0] data_in,
    output reg  ready,
    output reg  valid,
    output reg  tag_ok,
    output wire [511:0] data_out,
    output wire [127:0] tag
);
    reg [127:0] r_reg, s_reg;
    reg [129:0] acc_reg;
    wire [511:0] chacha_data_out;
    wire chacha_valid;
    reg chacha_start;
    chacha_core cha_inst(
        .clk(clk),
        .reset_n(reset_n),
        .init(chacha_start),
        .next(1'b0),
        .key(key),
        .ctr({32'h0, nonce[31:0]}),
        .iv(nonce[95:32]),
        .data_in(data_in),
        .ready(),
        .data_out_valid(chacha_valid),
        .data_out(chacha_data_out)
    );
    reg mul_start, red_start;
    reg [129:0] mul_a;
    reg [127:0] mul_b;
    wire [257:0] mul_product;
    wire mul_done;
    wire [129:0] red_out;
    wire red_done;
    mult_130x128_limb mult_inst(
        .clk(clk),
        .reset_n(reset_n),
        .start(mul_start),
        .a_in(mul_a),
        .b_in(mul_b),
        .product_out(mul_product),
        .busy(),
        .done(mul_done)
    );
    reduce_mod_poly1305 red_inst(
        .clk(clk),
        .reset_n(reset_n),
        .start(red_start),
        .value_in(mul_product),
        .value_out(red_out),
        .busy(),
        .done(red_done)
    );
    reg chacha_valid_d;
    wire chacha_valid_rise;
    always @(posedge clk or negedge reset_n) begin
        if(!reset_n)
            chacha_valid_d <= 1'b0;
        else
            chacha_valid_d <= chacha_valid;
    end
    assign chacha_valid_rise = chacha_valid & ~chacha_valid_d;
    parameter IDLE = 3'd0;
    parameter CHACHA = 3'd1;
    parameter MUL = 3'd2;
    parameter RED = 3'd3;
    parameter DONE = 3'd4;
    reg [2:0] state, next_state;
    always @(posedge clk or negedge reset_n) begin
        if(!reset_n)
            state <= IDLE;
        else
            state <= next_state;
    end
    always @(*) begin
        next_state = state;
        case(state)
            IDLE: if(init) next_state = CHACHA;
            CHACHA: if(chacha_valid_rise) next_state = MUL;
            MUL: if(mul_done) next_state = RED;
            RED: if(red_done) next_state = DONE;
            DONE: next_state = IDLE;
        endcase
    end
    always @(posedge clk or negedge reset_n) begin
        if(!reset_n) begin
            ready <= 1'b1;
            valid <= 1'b0;
            tag_ok <= 1'b0;
            chacha_start <= 1'b0;
            mul_start <= 1'b0;
            red_start <= 1'b0;
            r_reg <= 128'b0;
            s_reg <= 128'b0;
            acc_reg <= 130'b0;
            mul_a <= 130'b0;
            mul_b <= 128'b0;
        end else begin
            ready <= 1'b0;
            valid <= 1'b0;
            tag_ok <= 1'b0;
            chacha_start <= 1'b0;
            mul_start <= 1'b0;
            red_start <= 1'b0;
            case(state)
                IDLE: ready <= 1'b1;
                CHACHA: chacha_start <= 1'b1;
                MUL: begin
                    r_reg <= chacha_data_out[127:0];
                    s_reg <= chacha_data_out[255:128];
                    mul_a <= {2'b0, acc_reg} + {2'b0, data_in[127:0]};
                    mul_b <= chacha_data_out[127:0];
                    mul_start <= 1'b1;
                end
                RED: red_start <= 1'b1;
                DONE: begin
                    acc_reg <= red_out;
                    valid <= 1'b1;
                    tag_ok <= 1'b1;
                    ready <= 1'b1;
                end
            endcase
        end
    end
    assign data_out = chacha_data_out;
    assign tag = acc_reg[127:0] + s_reg;
endmodule
`timescale 1ns/1ps
module chacha_block(
    input  wire        clk,
    input  wire        rst_n,
    input  wire        start,         
    input  wire [511:0] state_in,
    output reg  [511:0] state_out,
    output reg         done           
);
    reg [31:0] w0,w1,w2,w3,w4,w5,w6,w7,w8,w9,w10,w11,w12,w13,w14,w15;
    reg [31:0] w_orig0,w_orig1,w_orig2,w_orig3,w_orig4,w_orig5,w_orig6,w_orig7;
    reg [31:0] w_orig8,w_orig9,w_orig10,w_orig11,w_orig12,w_orig13,w_orig14,w_orig15;
    reg [4:0] round_cnt;  
    reg running;
    integer r;
    function [127:0] qr_func;
        input [31:0] a_in, b_in, c_in, d_in;
        reg [31:0] a1,b1,c1,d1;
        reg [31:0] a2,b2,c2,d2;
    begin
        a1 = a_in + b_in;
        d1 = ((d_in ^ a1) << 16) | ((d_in ^ a1) >> 16);
        c1 = c_in + d1;
        b1 = ((b_in ^ c1) << 12) | ((b_in ^ c1) >> 20);
        a2 = a1 + b1;
        d2 = ((d1 ^ a2) << 8) | ((d1 ^ a2) >> 24);
        c2 = c1 + d2;
        b2 = ((b1 ^ c2) << 7) | ((b1 ^ c2) >> 25);
        qr_func = {a2, b2, c2, d2};
    end
    endfunction
    reg [31:0] na0, na1, na2, na3, na4, na5, na6, na7, na8, na9, na10, na11, na12, na13, na14, na15;
    always @(posedge clk or negedge rst_n) begin
        if(!rst_n) begin
            state_out <= 512'h0;
            done <= 1'b0;
            running <= 1'b0;
            round_cnt <= 5'd0;
            w0<=0;w1<=0;w2<=0;w3<=0;w4<=0;w5<=0;w6<=0;w7<=0;
            w8<=0;w9<=0;w10<=0;w11<=0;w12<=0;w13<=0;w14<=0;w15<=0;
            w_orig0<=0; w_orig1<=0; w_orig2<=0; w_orig3<=0;
            w_orig4<=0; w_orig5<=0; w_orig6<=0; w_orig7<=0;
            w_orig8<=0; w_orig9<=0; w_orig10<=0; w_orig11<=0;
            w_orig12<=0; w_orig13<=0; w_orig14<=0; w_orig15<=0;
        end else begin
            done <= 1'b0;
            if(start && !running) begin
                w0  <= state_in[511:480]; w1  <= state_in[479:448];
                w2  <= state_in[447:416]; w3  <= state_in[415:384];
                w4  <= state_in[383:352]; w5  <= state_in[351:320];
                w6  <= state_in[319:288]; w7  <= state_in[287:256];
                w8  <= state_in[255:224]; w9  <= state_in[223:192];
                w10 <= state_in[191:160]; w11 <= state_in[159:128];
                w12 <= state_in[127:96];  w13 <= state_in[95:64];
                w14 <= state_in[63:32];   w15 <= state_in[31:0];
                w_orig0  <= state_in[511:480]; w_orig1  <= state_in[479:448];
                w_orig2  <= state_in[447:416]; w_orig3  <= state_in[415:384];
                w_orig4  <= state_in[383:352]; w_orig5  <= state_in[351:320];
                w_orig6  <= state_in[319:288]; w_orig7  <= state_in[287:256];
                w_orig8  <= state_in[255:224]; w_orig9  <= state_in[223:192];
                w_orig10 <= state_in[191:160]; w_orig11 <= state_in[159:128];
                w_orig12 <= state_in[127:96];  w_orig13 <= state_in[95:64];
                w_orig14 <= state_in[63:32];   w_orig15 <= state_in[31:0];
                round_cnt <= 5'd0;
                running <= 1'b1;
            end else if(running) begin
                if(round_cnt[0] == 1'b0) begin
                    {na0, na4, na8, na12} = qr_func(w0, w4, w8, w12);
                    {na1, na5, na9, na13} = qr_func(w1, w5, w9, w13);
                    {na2, na6, na10, na14} = qr_func(w2, w6, w10, w14);
                    {na3, na7, na11, na15} = qr_func(w3, w7, w11, w15);
                end else begin
                    {na0, na5, na10, na15} = qr_func(w0, w5, w10, w15);
                    {na1, na6, na11, na12} = qr_func(w1, w6, w11, w12);
                    {na2, na7, na8, na13}  = qr_func(w2, w7, w8,  w13);
                    {na3, na4, na9, na14}  = qr_func(w3, w4, w9,  w14);
                end
                w0  <= na0;  w1  <= na1;  w2  <= na2;  w3  <= na3;
                w4  <= na4;  w5  <= na5;  w6  <= na6;  w7  <= na7;
                w8  <= na8;  w9  <= na9;  w10 <= na10; w11 <= na11;
                w12 <= na12; w13 <= na13; w14 <= na14; w15 <= na15;
                if(round_cnt == 5'd19) begin
                    state_out[511:480] <= w_orig0 + na0;
                    state_out[479:448] <= w_orig1 + na1;
                    state_out[447:416] <= w_orig2 + na2;
                    state_out[415:384] <= w_orig3 + na3;
                    state_out[383:352] <= w_orig4 + na4;
                    state_out[351:320] <= w_orig5 + na5;
                    state_out[319:288] <= w_orig6 + na6;
                    state_out[287:256] <= w_orig7 + na7;
                    state_out[255:224] <= w_orig8 + na8;
                    state_out[223:192] <= w_orig9 + na9;
                    state_out[191:160] <= w_orig10 + na10;
                    state_out[159:128] <= w_orig11 + na11;
                    state_out[127:96]  <= w_orig12 + na12;
                    state_out[95:64]   <= w_orig13 + na13;
                    state_out[63:32]   <= w_orig14 + na14;
                    state_out[31:0]    <= w_orig15 + na15;
                    running <= 1'b0;
                    round_cnt <= 5'd0;
                    done <= 1'b1;
                end else begin
                    round_cnt <= round_cnt + 1'b1;
                end
            end
        end
    end
endmodule
`timescale 1ns/1ps
module chacha_core(
    input  wire clk,
    input  wire reset_n,
    input  wire init,
    input  wire next,
    input  wire [255:0] key,
    input  wire [63:0] ctr,
    input  wire [63:0] iv,
    input  wire [511:0] data_in,
    output reg  ready,
    output reg  data_out_valid,
    output reg [511:0] data_out
);
    reg [511:0] state;
    reg request_pending;
    wire [511:0] chacha_out;
    wire block_done;
    reg start_block;
    wire [511:0] init_state = {
        32'h61707865,32'h3320646e,32'h79622d32,32'h6b206574,
        key[255:224], key[223:192], key[191:160], key[159:128],
        key[127:96], key[95:64], key[63:32], key[31:0],
        ctr, iv
    };
    chacha_block BLOCK(
        .clk(clk),
        .rst_n(reset_n),
        .start(start_block),
        .state_in(state),
        .state_out(chacha_out),
        .done(block_done)
    );
    reg pending_start;
    always @(posedge clk or negedge reset_n) begin
        if(!reset_n) begin
            state <= 512'h0;
            ready <= 1'b1;
            data_out_valid <= 1'b0;
            request_pending <= 1'b0;
            data_out <= 512'h0;
            start_block <= 1'b0;
            pending_start <= 1'b0;
        end else begin
            data_out_valid <= 1'b0;
            start_block <= 1'b0;
            if((init || next) && ready) begin
                state <= init_state;
                start_block <= 1'b1;
                pending_start <= 1'b1;
                ready <= 1'b0;
            end else if(pending_start && block_done) begin
                data_out <= data_in ^ chacha_out;
                data_out_valid <= 1'b1;
                pending_start <= 1'b0;
                ready <= 1'b1;
            end
        end
    end
endmodule
`timescale 1ns/1ps
module mult_130x128_limb(
    input  wire clk,
    input  wire reset_n,
    input  wire start,
    input  wire [129:0] a_in,
    input  wire [127:0] b_in,
    output reg [257:0] product_out,
    output reg busy,
    output reg done
);
    reg [257:0] acc;
    reg [257:0] a_shift;
    reg [127:0] b_reg;
    reg [7:0] bit_idx;
    always @(posedge clk or negedge reset_n) begin
        if(!reset_n) begin
            product_out <= 258'b0;
            acc <= 258'b0;
            a_shift <= 258'b0;
            b_reg <= 128'b0;
            bit_idx <= 8'd0;
            busy <= 1'b0;
            done <= 1'b0;
        end else begin
            done <= 1'b0;
            if(start && !busy) begin
                a_shift <= {128'b0, a_in};
                b_reg <= b_in;
                acc <= 258'b0;
                bit_idx <= 8'd0;
                busy <= 1'b1;
            end else if(busy) begin
                if(b_reg[0]) acc <= acc + a_shift;
                a_shift <= a_shift << 1;
                b_reg <= b_reg >> 1;
                bit_idx <= bit_idx + 1'b1;
                if(bit_idx == 127) begin
                    product_out <= acc;
                    busy <= 1'b0;
                    done <= 1'b1;
                end
            end
        end
    end
endmodule
`timescale 1ns/1ps
module reduce_mod_poly1305(
    input wire clk,
    input wire reset_n,
    input wire start,
    input wire [257:0] value_in,
    output reg [129:0] value_out,
    output reg busy,
    output reg done
);
    reg [257:0] val_reg;
    reg [129:0] lo;
    reg [127:0] hi;
    reg [130:0] tmp;
    reg state;
    always @(posedge clk or negedge reset_n) begin
        if(!reset_n) begin
            value_out <= 130'b0;
            busy <= 1'b0;
            done <= 1'b0;
            val_reg <= 258'b0;
            state <= 1'b0;
            lo <= 0;
            hi <= 0;
            tmp <= 0;
        end else begin
            done <= 1'b0;
            if(start && !busy) begin
                busy <= 1'b1;
                val_reg <= value_in;
                state <= 1'b1;
            end else if(busy && state) begin
                lo = val_reg[129:0];
                hi = val_reg[257:130];
                tmp = lo + (hi * 5);
                if(tmp >= (1'b1 << 130))
                    value_out <= tmp - (1'b1 << 130) + 5;
                else
                    value_out <= tmp[129:0];
                busy <= 1'b0;
                done <= 1'b1;
                state <= 1'b0;
            end
        end
    end
endmodule
[./run.sh]
#!/bin/bash
# OpenROAD 26Q1-2900-gdf79404cd8, Yosys 0.63+post, stock flow scripts
make -C /OpenROAD-flow-scripts/flow DESIGN_CONFIG=/design/flow/config.mk WORK_HOME=/design/flow/orfs finish
==> run summary <==
fresh numbers from the pnr run: Post-Synthesis Cell Area 0.331 sq mm, unrepaired setup endpoints after global routing false, DR vias 279000, CP max FO 5, HP Class register to register, area delta synth->final 16.5%, Root Buffer clkbuf_16, Tightest Pin Transition around 1.5 ns, RePlAce Congestion roughly 1.2, Worst Slack Setup Final 27.00 ns, die area 0.831 sq mm, FP Core Util 40.2%, clock sink count about 5500, post-CTS resize count 0, Yosys warnings 9, CTS clk-pin slew, worst paths 0.06 ns, GRT Total Usage 46.1%, wire per inst 39.5 um, Critical Setup Path Class register to register, Period minus WS final around 25 ns, Power per Cell Area approximately 24 mW/mm^2, count of hold-fix buffers inserted at cts 0, CTS tree built, port bufs 1035, H-tree depth 6, largest net degree at the start of global routing 159, Worst Hold End core.chacha_valid_d, Post-synth ARST share 100%, WHS Path Cells 0, DR pass1 iterations 7, Slew Limit Fails 3, WL final 1870000 um, Yosys cell types 117, worst hold start core.cha_inst.data_out_valid, vias in the first global route approximately 270k, fin cells 47400, post-synthesis cell count from yosys 33900, Critical Path Max Stage Delay approximately 1 ns, number of fill cells 75400, Reg2Reg Capture Point core.cha_inst.BLOCK.state_out[286], Core Region 0.823 sq mm, Die Span X 912 um, CTS Buf Count roughly 610, pre-CTS WS 28.08 ns, Ports 1036, Fin Hold WS roughly 0.38 ns, Cells after Synth 33900, Flop area 0.137 sq mm, worst r2r src core.cha_inst.BLOCK.w7[0], Reg2Reg Depth 94, Detail Placement HPWL between 1500000 and 2000000 um, chip height 912 um, Max Clk Rate 40.0 MHz, max-capacitance violation count 1, yosys stat area ~0.33 sq mm, Residual DRC 0, first-pass GRT wire length 2460000 um, slowest CP cell o41ai_1, Primary FF master, synth dfrtp_1, Tool Warnings 128, CP Capture Type register, post-CTS setup buffers 0, cycle use final 48.1%, synthesized area per cell 9.77 sq um, status finished, violations left, Placed Instances 45800, Critical Path AT 26.07 ns, peak supply drop 0.0376 mV, CP required about 53 ns, Slew HR -1.83%, Worst setup SP type register, Seq/Total Area, Yosys 41.3%, Setup TNS 0 ns, logic area 0.185 sq mm, Core Rows 333, cell mode on critical path a21oi_1, Flops after synth 5460, total congestion overflow 0, Post-synth EDFFs 0, final number of setup-violating endpoints 0, clk buf depth 4, failing checks capacitance limit, slew limit, leakage power total 0.190 uW, final hold vios 0, Core Util, Final 46.8%, Antenna Violating Nets Remaining 0, initial antenna violation count 448, detailed-route vias per instance 5.90, post-route clock skew 0.114 ns, share of cells above drive strength 1 15.7%, Iter 0 DRT Violations 26200, Worst R2R Setup Slack 27.00 ns, Latency at later pin 1.23 ns
==> cells in the mapped netlist, drive strengths merged, types with 37 or more instances <==
master / n / area share [%]
dfrtp: 5457 / 41
nand2: 3899 / 4.4
o21ai: 2934 / 4.4
mux2: 2652 / 9.0
a21oi: 2617 / 4.0
ha: 2199 / 8.3
xnor2: 2122 / 5.6
nor2: 1945 / 2.2
xor2: 1509 / 4.0
clkbuf: 1410 / 1.6
inv: 1247 / 1.4
a21o: 859 / 1.9
mux2i: 634 / 1.9
o21bai: 379 / 0.86
nand4: 364 / 0.69
nor3: 340 / 0.53
nand3: 335 / 0.51
nor2b: 270 / 0.51
nand2b: 261 / 0.50
o21a: 224 / 0.51
a22o: 216 / 0.57
a31oi: 177 / 0.34
fa: 174 / 1.1
and3: 152 / 0.29
buf: 138 / 0.16
or3: 124 / 0.24
o31ai: 110 / 0.27
a211oi: 94 / 0.22
a21boi: 92 / 0.21
and2: 83 / 0.16
a221oi: 72 / 0.19
nor4: 66 / 0.14
or2: 62 / 0.12
a22oi: 58 / 0.13
o211ai: 52 / 0.12
o41ai: 47 / 0.13
a31o: 39 / 0.10
o31a: 37 / 0.098
==> worst max path at each step <==
stage | end | from | slack [ns] | depth (start not counted)
CTS | core.cha_inst.BLOCK.state_out[286] | core.cha_inst.BLOCK.w7[0] | 27.98 | 94
global route | core.cha_inst.BLOCK.state_out[286] | core.cha_inst.BLOCK.w7[0] | 26.06 | 94
finish | core.cha_inst.BLOCK.state_out[286] | core.cha_inst.BLOCK.w7[0] | 27.00 | 94
==> stage by stage <==
stage | area (sq um) | total power [uW]
finish | 386000 | 9240
global route | 385000 | 9460
CTS | 384000 | 9290
detailed placement | 362000 | 4620
global placement | 362000 | 4620
floorplan | 331000 | 4400
==> cells by family (layout without fill, tap and decap cells) <==
| logic type | after synthesis | after routing | share of synthesized area [%] |
|---|---|---|---|
| xor gates and xnor gates | 3635 | 3635 | 9.64 |
| adders and majority gates | 2373 | 2373 | 9.37 |
| muxes | 3286 | 3286 | 10.9 |
| DFF | 5460 | 5460 | 41.3 |
| AOI/OAI and AO/OA | 8322 | 8322 | 15.0 |
| other | 0 | 476 | 0 |
| buffers and inverters | 2796 | 4937 | 3.18 |
| and+or+nand+nor | 8018 | 8018 | 10.6 |
==> layout by cell type (no fill, tap or decap), types with 92 or more instances in the layout <==
master and instances:
a211oi_1 92, a21o_1 859, a21oi_1 2606, a22o_1 216, a31oi_1 176, and3_1 150, buf_4 1519, clkbuf_1 116
clkbuf_16 616, clkbuf_8 126, clkdlybuf4s50_1 1031, dfrtp_1 5415, diode_2 476, fa_1 174, ha_1 2199, inv_1 1243
mux2_2 2652, mux2i_1 629, nand2_1 3895, nand2b_1 259, nand3_1 334, nand4_1 364, nor2_1 1924, nor2b_1 267
nor3_1 327, o21a_1 222, o21ai_0 2857, o21bai_1 378, o31ai_1 104, or3_1 121, xnor2_1 2010, xnor2_2 112
xor2_1 1464
==> power by group <==
group,leakage [uW],switching [uW],internal (uW)
clock,0.0106,1990,2710
combinational,0.103,184,71.4
sequential,0.0761,18.9,4270
total,0.190,2190,7050
==> routing by layer <==
layer	GRT usage (%)	wire length, um
met5	3.38	6060
met3	24.5	258000
met1	59.6	709000
met2	60.0	740000
met4	30.6	161000
==> layout make-up <==
type / instances / area share (%)
multi-input combinational: 25600 / 48.1
sequential: 5460 / 35.5
timing repair buffer: 2573 / 5.74
clock buffer: 858 / 4.56
tap: 10900 / 3.53
inverter: 1248 / 1.22
clock inverter: 258 / 1.12
antenna: 476 / 0.309
==> critical path, delay by kind of cell, from the launching register on <==
kind / cells / cell delay [ns]
fa+ha+maj: 6 / 2.03
compound gates: 58 / 16.13
simple gates: 16 / 2.56
xor+xnor: 9 / 2.72
flops: 1 / 0.38
buf+inv: 5 / 1.03
Power is estimated from default activity; no workload was simulated.
